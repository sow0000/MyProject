==> flow/design.v <==
module mx32_32b(i_data0,i_data1,i_data2,i_data3,i_data4,i_data5,i_data6,i_data7,i_data8,i_data9,i_data10,i_data11,i_data12,i_data13,i_data14,i_data15,i_data16,i_data17,i_data18,i_data19,i_data20,i_data21,i_data22,i_data23,i_data24,i_data25,i_data26,i_data27,i_data28,i_data29,i_data30,i_data31,i_sel,o_data);
	input [31:0] i_data0,i_data1,i_data2,i_data3,i_data4,i_data5,i_data6,i_data7,i_data8,i_data9,i_data10,i_data11,i_data12,i_data13,i_data14,i_data15,i_data16,i_data17,i_data18,i_data19,i_data20,i_data21,i_data22,i_data23,i_data24,i_data25,i_data26,i_data27,i_data28,i_data29,i_data30,i_data31;
	input [4:0] i_sel;
	output [31:0] o_data;
	wire [31:0] w0,w1,w2,w3,w4,w5,w6,w7,w8,w9,w10,w11,w12,w13,w14,w15,w16,w17,w18,w19,w20,w21,w22,w23,w24,w25,w26,w27,w28,w29,w30;
	mx2_32b U0_mx2_32b(.o_data(w0),.i_data1(i_data0),.i_data2(i_data1),.i_sel(i_sel[0]));
	mx2_32b U1_mx2_32b(.o_data(w1),.i_data1(i_data2),.i_data2(i_data3),.i_sel(i_sel[0]));
	mx2_32b U2_mx2_32b(.o_data(w2),.i_data1(i_data4),.i_data2(i_data5),.i_sel(i_sel[0]));
	mx2_32b U3_mx2_32b(.o_data(w3),.i_data1(i_data6),.i_data2(i_data7),.i_sel(i_sel[0]));
	mx2_32b U4_mx2_32b(.o_data(w4),.i_data1(i_data8),.i_data2(i_data9),.i_sel(i_sel[0]));
	mx2_32b U5_mx2_32b(.o_data(w5),.i_data1(i_data10),.i_data2(i_data11),.i_sel(i_sel[0]));
	mx2_32b U6_mx2_32b(.o_data(w6),.i_data1(i_data12),.i_data2(i_data13),.i_sel(i_sel[0]));
	mx2_32b U7_mx2_32b(.o_data(w7),.i_data1(i_data14),.i_data2(i_data15),.i_sel(i_sel[0]));
	mx2_32b U8_mx2_32b(.o_data(w8),.i_data1(i_data16),.i_data2(i_data17),.i_sel(i_sel[0]));
	mx2_32b U9_mx2_32b(.o_data(w9),.i_data1(i_data18),.i_data2(i_data19),.i_sel(i_sel[0]));
	mx2_32b U10_mx2_32b(.o_data(w10),.i_data1(i_data20),.i_data2(i_data21),.i_sel(i_sel[0]));
	mx2_32b U11_mx2_32b(.o_data(w11),.i_data1(i_data22),.i_data2(i_data23),.i_sel(i_sel[0]));
	mx2_32b U12_mx2_32b(.o_data(w12),.i_data1(i_data24),.i_data2(i_data25),.i_sel(i_sel[0]));
	mx2_32b U13_mx2_32b(.o_data(w13),.i_data1(i_data26),.i_data2(i_data27),.i_sel(i_sel[0]));
	mx2_32b U14_mx2_32b(.o_data(w14),.i_data1(i_data28),.i_data2(i_data29),.i_sel(i_sel[0]));
	mx2_32b U15_mx2_32b(.o_data(w15),.i_data1(i_data30),.i_data2(i_data31),.i_sel(i_sel[0]));
	mx2_32b U16_mx2_32b(.o_data(w16),.i_data1(w0),.i_data2(w1),.i_sel(i_sel[1]));
	mx2_32b U17_mx2_32b(.o_data(w17),.i_data1(w2),.i_data2(w3),.i_sel(i_sel[1]));
	mx2_32b U18_mx2_32b(.o_data(w18),.i_data1(w4),.i_data2(w5),.i_sel(i_sel[1]));
	mx2_32b U19_mx2_32b(.o_data(w19),.i_data1(w6),.i_data2(w7),.i_sel(i_sel[1]));
	mx2_32b U20_mx2_32b(.o_data(w20),.i_data1(w8),.i_data2(w9),.i_sel(i_sel[1]));
	mx2_32b U21_mx2_32b(.o_data(w21),.i_data1(w10),.i_data2(w11),.i_sel(i_sel[1]));
	mx2_32b U22_mx2_32b(.o_data(w22),.i_data1(w12),.i_data2(w13),.i_sel(i_sel[1]));
	mx2_32b U23_mx2_32b(.o_data(w23),.i_data1(w14),.i_data2(w15),.i_sel(i_sel[1]));
	mx2_32b U24_mx2_32b(.o_data(w24),.i_data1(w16),.i_data2(w17),.i_sel(i_sel[2]));
	mx2_32b U25_mx2_32b(.o_data(w25),.i_data1(w18),.i_data2(w19),.i_sel(i_sel[2]));
	mx2_32b U26_mx2_32b(.o_data(w26),.i_data1(w20),.i_data2(w21),.i_sel(i_sel[2]));
	mx2_32b U27_mx2_32b(.o_data(w27),.i_data1(w22),.i_data2(w23),.i_sel(i_sel[2]));
	mx2_32b U28_mx2_32b(.o_data(w28),.i_data1(w24),.i_data2(w25),.i_sel(i_sel[3]));
	mx2_32b U29_mx2_32b(.o_data(w29),.i_data1(w26),.i_data2(w27),.i_sel(i_sel[3]));
	mx2_32b U30_mx2_32b(.o_data(o_data),.i_data1(w28),.i_data2(w29),.i_sel(i_sel[4]));
endmodule  
module mx2_32b(i_data1,i_data2,i_sel,o_data);
	input [31:0] i_data1,i_data2;
	input i_sel;
	output [31:0] o_data;
	assign o_data=(i_sel==0) ? i_data1 : i_data2;
endmodule  
module mx2_5b(i_data1,i_data2,i_sel,o_data);
	input [4:0] i_data1,i_data2;
	input i_sel;
	output [4:0] o_data;
	assign o_data=(i_sel==0) ? i_data1 : i_data2;
endmodule  
==> flow/run.sh <==
#!/bin/bash
# OpenROAD 26Q1-2900-gdf79404cd8, Yosys 0.63+post, stock flow scripts
make -C /OpenROAD-flow-scripts/flow DESIGN_CONFIG=/design/flow/config.mk WORK_HOME=/design/flow/orfs finish
==> flow/config.mk <==
export PLATFORM = sky130hd
export DESIGN_NAME = mx32_32b
export DESIGN_NICKNAME = mx32_32b
export VERILOG_FILES = /design/flow/design.v
export SDC_FILE = /design/flow/constraint.sdc
export NUM_CORES = 4
export LEC_CHECK = 1
export CORE_AREA = 10 10 408 408
export DIE_AREA = 0 0 418 418
==> flow/constraint.sdc <==
current_design mx32_32b

set clk_period 7.3
set clk_io_pct 0.2

create_clock -name clk0 -period $clk_period

set non_clock_inputs [all_inputs -no_clocks]
set_input_delay [expr $clk_period * $clk_io_pct] -clock clk0 $non_clock_inputs
set_output_delay [expr $clk_period * $clk_io_pct] -clock clk0 [all_outputs]
==> commit_impl_results.txt <==
Record implementation results from latest flow run

- Pre-placement core utilization: 5.63%
- Area growth, synth to finish: 147%
* Result of the run: finished, final reports clean
- The placed instances occupy a cell area of 21900 um^2.
- Setup repair after global routing missed its margin: false
* Largest net degree at the start of global routing: 78
- Detailed-route wire length: 129000 um
* I/O pins: 1061
- The post-route netlist has 2.80% of its cells at a drive strength greater than 1.
- STA classifies the critical path endpoint as an output pin.
* Launch point of the worst hold path: i_data16[30]
* Ratio of total power to cell area: 62.6 nW/um^2
- Delay contributed by the slowest stage of the critical path: 0.66 ns
* Post-layout minimum cycle time: 6.71 ns
- Least-Margin Pin Slew: 0.780 ns
- The main area contributors are mux2i_1 (58%), a22oi_1 (8.1%), a22o_1 (6.3%).
* Finished Cell Area: 21900 um^2
- Endpoints failing hold in the final report were tallied at 0.
* Worst max-slew margin expressed relative to the limit: 46.5%
* Number of clock buffers in the layout: 0
- Synthesized chip area reported by yosys: 8890 um^2
- Fraction of the mapped netlist area in adder cells: 0%
- Global-route usage over all layers: 13.9%
- Once the clock tree was built, the resizer swapped 0 gates to a different size.
- Endpoint with the worst hold slack: o_data[30]
- Number of antenna violations at the first check in global routing: 104
- Synthesis produced a netlist whose cell count is 1158.
- The critical path is of the primary input to output pin type.
- Final Setup Violations: 0
* Crit start category: primary input
- After synthesis, the netlist uses 20 different library cells.
* Dominant cell type by area after synthesis: mux2i_1
- In this run the full chip footprint comes out at 175000 um^2.
- The arrival time of data at the worst endpoint is listed as 5.25 ns.
- By count the netlist is led by mux2i_1 (512), nand2_1 (97), a21oi_1 (96), a22oi_1 (96), nand3_1 (96).
- CP most frequent cell: clkdlybuf4s50_1
* Cell total in the yosys stat output: 1158
- Sequence of cells on the critical path: clkdlybuf4s50_1 > and2_4 > buf_12 > a22o_1 > nor3_1 > a31oi_1 > nand3_1 > clkdlybuf4s50_1
* Via count of the first global-routing pass: 14900
* Number of buffers inserted for hold repair after clock tree synthesis: 0
* Most numerous cell in the Yosys netlist: mux2i_1
- Routed len/inst: 30.4 um
- Summed over all failing endpoints, the final setup total negative slack is 0 ns.
- IR Drop Worst-Case VDD: 0.0285 mV
* MUX area fraction: 57.7%
- Routability congestion estimate from global placement: 0.979
- First-pass GRT wire length: 158000 um
- In this run, the synthesized area fraction spent on and/or/nand/nor cells is recorded as 11.8%.
- The global route stage reports its total congestion overflow as 0.
* Number of inserted filler cells in the final layout: 18100
- Mean post-synth cell area: 7.67 um^2
* Max FO, Critical Path: 42
- In the placement report, post-DP HPWL is listed as 117000 um.
- In this run the cell area of the synthesized design comes to 8890 um^2.
- Final max-slew violation count: 0
- In this run the standard cell core region covers 158000 um^2.
* Standard-cell rows: 146
* Post-CTS setup buffers: 0
- The die is 418 um tall.
- Synth top area share: 57.7%
- Yosys printed 0 warnings.
* Type of the tightest min-delay check: primary input to output pin
- Remaining routing DRC violations: 0
- Input/output buffers: 1061
- Via Count: 14600
- Timing-limited maximum frequency: 149 MHz
- The detail route stage leaves a number of antenna-violating nets equal to 0.
- Number of DRC markers after the initial detailed-route iteration: 1104
* Post-route fraction of the period consumed by the critical path: 91.9%
- XOR/XNOR share of the synthesized area: 0%
* Origin of the worst setup path: i_sel[0]
- Area fraction in compound gates after synthesis: 22.1%
- Logged for this run, the post-placement worst setup slack is 0.612 ns.
* CP required: 5.84 ns
- Cells fill 13.9% of the core in the end.
* Cell at the slowest stage of the critical path: clkdlybuf4s50_1
* Final WS setup: 0.591 ns
- Along the worst hold path, the cell count comes to 6.
- According to the report, the first pass of detailed routing completed in 5 iterations.
- OpenROAD emitted warnings numbering 32.
- The design has 0 sequential cells.
- Storage element area: 0 um^2
- Via/cell ratio: 3.45
- After synthesis, the largest family of logic cells by area is multiplexers.
- Width of the chip: 418 um
* Sequential share of the synthesized area: 0%
- In this run the static leakage power is 8.46 nW.
* Maxcap violations: 0
-- power by group --
part / switching, W / internal [W]
Clock: 0 / 0.000000000312
Combinational: 0.000614 / 0.000758
Sequential: 0 / 0
Total: 0.000614 / 0.000758
-- area by class of cell --
type                            count  area, um^2  area share (%)
Tap cell                         2072        2590            11.8
Timing Repair Buffer             1108       11100            50.7
Antenna cell                       17        42.5           0.194
Multi-Input combinational cell   1032        8180            37.3
-- per-layer routing --
layer / GRT usage [%] / up-vias / routed length (um)
li1: - / 6489 / -
met1: 17.3 / 6877 / 50600
met2: 23.1 / 964 / 62400
met3: 4.94 / 200 / 12700
met4: 2.89 / 80 / 2420
met5: 0 / - / 507
-- cells in the final DEF (no fill, tap or decap), drive strengths merged --
cell type and n:
nand3 96, and2b 1, clkdlybuf4s50 1058, diode 17, and2 1, mux2i 512
a22o 64, buf 50, nor2b 1, nor3 32, nor2 1, nand2b 2
or2 1, a21oi 96, nand2 97, a22oi 96, a31oi 32
-- worst max-delay path by stage --
| stage | cells after the start | end | slack, ns |
|---|---|---|---|
| 5_1_grt | 7 | o_data[4] | 0.37 |
| 6_report | 8 | o_data[4] | 0.59 |
| 4_1_cts | 7 | o_data[4] | 0.61 |
-- kinds of logic (layout without fill, tap and decap cells) --
group                  after synthesis  after routing
AOI/OAI and AO/OA                  288            288
other                                0             17
muxes                              512            512
and+or+nand+nor                    232            232
buffers and inverters              126           1108
-- worst max-delay path: cells and delay by family --
kind                   cells  cell delay, ns
buffers and inverters      3            1.58
AND-OR/OR-AND              2            0.78
AND/OR/NAND/NOR            3            1.37
-- per-stage QoR --
step           power [W]  hold slack (ns)  cells
5_1_grt          0.00144             3.94   4224
2_1_floorplan   0.000413             3.12   1158
4_1_cts          0.00139             3.90   4212
3_5_place_dp     0.00138             3.89   4212
6_report         0.00137             3.87   4229
3_3_place_gp     0.00139             3.90   4212
Power is estimated from default activity; no workload was simulated.
